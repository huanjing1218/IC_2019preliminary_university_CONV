[/design/flow/constraint.sdc]
current_design CONV

set clk_period 12.9
set clk_io_pct 0.2

create_clock -name clk0 -period $clk_period [get_ports {clk}]

set non_clock_inputs [all_inputs -no_clocks]
set_input_delay [expr $clk_period * $clk_io_pct] -clock clk0 $non_clock_inputs
set_output_delay [expr $clk_period * $clk_io_pct] -clock clk0 [all_outputs]
[/design/flow/config.mk]
export PLATFORM = sky130hd
export DESIGN_NAME = CONV
export DESIGN_NICKNAME = CONV
export VERILOG_FILES = /design/flow/design.v
export SDC_FILE = /design/flow/constraint.sdc
export NUM_CORES = 4
export LEC_CHECK = 1
export CORE_UTILIZATION = 50
[/design/flow/run.sh]
#!/bin/bash
# OpenROAD 26Q1-2900-gdf79404cd8, Yosys 0.63+post, stock flow scripts
make -C /OpenROAD-flow-scripts/flow DESIGN_CONFIG=/design/flow/config.mk WORK_HOME=/design/flow/orfs finish
[/design/flow/design.v]
`timescale 1ns/10ps
module  CONV(
	input clk,
	input reset,
	output reg busy,	
	input ready,	
	output reg [11:0] iaddr,
	input [19:0] idata,	
	output reg cwr,
	output reg [11:0] caddr_wr,
	output reg [19:0] cdata_wr,
	output reg crd,
	output reg [11:0] caddr_rd,
	input [19:0] cdata_rd,
	output reg [2:0] csel
	);
reg [4:0] state, next;
reg signed [39:0] sum;
reg signed [19:0] data, kernel; 
wire signed [39:0] mul = data * kernel;
always @ (posedge clk or posedge reset) begin
	if(reset) begin
		busy <= 0;
		iaddr <= 0;
		cwr <= 0;
		caddr_wr <= 0;
		cdata_wr <= 0;
		crd <= 0;
		caddr_rd <= 0;
		csel <= 0;
		state <= 0;
		sum <= 0;
		data <= 0;
		kernel <= 0;
	end
	else begin
		if(!busy) begin
			if(ready) begin
				busy <= 1;
			end
		end
		else begin
			state <= next;
			case (state)
				5'd0: begin
					iaddr <= caddr_wr - 65;
				end
				5'd1: begin
					iaddr <= caddr_wr - 64;
					data <= idata;
					kernel <= 20'sh0A89E;
				end
				5'd2: begin
					iaddr <= caddr_wr - 63;
					data <= idata;
					kernel <= 20'sh092D5;
					if(caddr_wr[5:0] != 6'b000000 && caddr_wr[11:6] != 6'b000000)  
						sum <= sum + mul;
				end
				5'd3: begin
					iaddr <= caddr_wr - 1;
					data <= idata;
					kernel <= 20'sh06D43;
					if(caddr_wr[11:6] != 6'b000000)  
						sum <= sum + mul;
				end
				5'd4: begin
					iaddr <= caddr_wr;
					data <= idata;
					kernel <= 20'sh01004;
					if(caddr_wr[5:0] != 6'b111111 && caddr_wr[11:6] != 6'b000000)  
						sum <= sum + mul;
				end
				5'd5: begin
					iaddr <= caddr_wr + 1;
					data <= idata;
					kernel <= 20'shF8F71;
					if(caddr_wr[5:0] != 6'b000000)  
						sum <= sum + mul;	
				end
				5'd6: begin
					iaddr <= caddr_wr + 63;
					data <= idata;
					kernel <= 20'shF6E54;
					sum <= sum + mul;
				end
				5'd7: begin
					iaddr <= caddr_wr + 64;
					data <= idata;
					kernel <= 20'shFA6D7;
					if(caddr_wr[5:0] != 6'b111111)  
						sum <= sum + mul; 
				end
				5'd8: begin
					iaddr <= caddr_wr + 65;
					data <= idata;
					kernel <= 20'shFC834;
					if(caddr_wr[5:0] != 6'b000000 && caddr_wr[11:6] != 6'b111111)  
						sum <= sum + mul;
				end
				5'd9: begin
					data <= idata;
					kernel <= 20'shFAC19;
					if(caddr_wr[11:6] != 6'b111111)  
						sum <= sum + mul;
				end
				5'd10: begin
					if(caddr_wr[5:0] != 6'b111111 && caddr_wr[11:6] != 6'b111111)  
						sum <= sum + mul;
				end
				5'd11: begin  
					if(sum[15] == 1)
						cdata_wr <= sum[35:16] + 20'sh01311;
					else
						cdata_wr <= sum[35:16] + 20'sh01310;
				end
				5'd12: begin
					csel <= 3'b001;
					cwr <= 1;
					caddr_wr <= caddr_wr;
					if(cdata_wr[19] == 1)  
						cdata_wr <= 0; 
					else 
						cdata_wr <= cdata_wr;
				end
				5'd13: begin
					sum <=  0;
					csel <= 3'b000;
					cwr <= 0;
					caddr_wr <= caddr_wr + 1;
				end
				5'd14: begin
					csel <= 3'b001;
					cwr <= 0;
					crd <= 1;
					cdata_wr <= 0;
					caddr_rd <= 0;
					caddr_wr <= 0;
				end
				5'd15: begin
					caddr_rd <= caddr_rd + 1;
					cdata_wr <= cdata_rd;
				end
				5'd16: begin
					caddr_rd <= caddr_rd + 63;
					if(cdata_rd > cdata_wr) 
						cdata_wr <= cdata_rd;
				end
				5'd17: begin
					caddr_rd <= caddr_rd + 1;
					if(cdata_rd > cdata_wr) 
						cdata_wr <= cdata_rd;
				end
				5'd18: begin			
					cwr <= 1;
					crd <= 0;
					csel <= 3'b011;
					if(cdata_rd > cdata_wr) 
						cdata_wr <= cdata_rd;
					if(caddr_rd[6:0] == 7'b1111111)
						caddr_rd <= caddr_rd + 1;
					else 
						caddr_rd <= caddr_rd - 63;
				end
				5'd19: begin
					cwr <= 0;
					if(caddr_wr == 1023) begin
						csel <= 3'b000;
						crd <= 0;
						busy <= 0;
					end
					else begin
						csel <= 3'b001;
						crd <= 1;
						cdata_wr <= 0;
						caddr_wr <= caddr_wr + 1;
					end
				end
			endcase
		end
	end
end
always @ (*) begin
	next = 0;
	if(busy) begin 
		if(state >= 0 && state <= 12) begin
			next = state + 1;
		end
		else if(state == 13) begin
			if(caddr_wr == 4095) 
				next = 5'd14;
			else 
				next = 5'd0;		
		end
		else if(state >= 14 && state <= 18) begin
			next = state + 1;
		end
		else if(state == 19) begin	
			if(caddr_wr == 1023) 
				next = 5'd19;
			else	
				next = 5'd15;
		end
		else begin
			next = 0;
		end
	end
end
endmodule
==> flow_summary.json <==
{
  "status": "finished clean",
  "clock-skew-final_ns": 0.0105,
  "top_cell_area_share": 0.344,
  "clock_sinks": 139,
  "numPortBuffers": 103,
  "grt_max_degree": 55,
  "io_pins": 105,
  "viasPerCell": 5.30,
  "critPathLaunchType": "register",
  "placed_area_mm2": 0.0261,
  "clock_latency_ns": 0.44,
  "drv_cap": 0,
  "cts_hold_buf": 0,
  "grt_setup_unrepaired": "false",
  "path_buffers": 5,
  "root_buffer": "clkbuf_16",
  "synth_cells": 2864,
  "hpwl_mm": 49.0,
  "grt_pass1_wl_mm": 104,
  "cp.depth": 22,
  "wire_per_inst_um": 17.7,
  "yosys_warnings": 1,
  "syn_area_mm2": 0.0245,
  "period_used_share": 0.621,
  "maxSlewViolCount": 0,
  "arrival_ns": 8.33,
  "end_kind": "register",
  "htree_levels": 4,
  "core_mm2": 0.0480,
  "cp_max_fo": 21,
  "numCtsBuffers": 17,
  "die_x_um": 224,
  "cpMostUsedCell": "fa_1",
  "clk_pin_slew_worst_paths_ns": 0.06,
  "hold_violations": 0,
  "drcViolationCount": 0,
  "fp.dieArea_mm2": 0.0500,
  "setup_viol": 0,
  "ant_nets": 0,
  "area_delta_synth_final_pct": 8.60,
  "clockBufferDepth": 2,
  "diodes": 0,
  "drive_gt1_frac": 0.0361,
  "path_cells": "nand2_1 > inv_1 > fa_1 > inv_1 > fa_1 > fa_1 > inv_1 > fa_1 > fa_1 > fa_1 > inv_1 > fa_1 > inv_1 > ha_1 > a211oi_1 > nand3_1 > o31ai_2 > a21oi_1 > a2111oi_2 > a21oi_1 > xor2_1 > a22o_1",
  "synth_cell_types": 80,
  "critPathMaxStageDelay_ns": 0.91,
  "utilization": 0.555,
  "syn_area_per_cell_um2": 8.57,
  "place_congestion": 0.960,
  "reg2regPathDepth": 22,
  "required_ns": 13.22,
  "fin_ws_ns": 4.89,
  "finalInstanceArea_mm2": 0.0266,
  "top_cell": "inv_1",
  "topCellsByArea": "fa_1 (34%), dfrtp_1 (14%), inv_1 (10%)",
  "worstHoldPathCells": 2,
  "cp_slowest_cell": "dfrtp_1",
  "numSynthFlops": 139,
  "grt_pass1_vias": 19508,
  "postSynthSeqShare": 0.142,
  "critPathKind": "register to register",
  "crit_family": "adder cells",
  "drt_iter0_drc": 865,
  "flop_cell": "dfrtp_1",
  "max_freq_mhz": 125,
  "num_rows": 80,
  "firstDrtPassIters": 5,
  "ys_chip_area_mm2": 0.0245,
  "pre_cts_ws_ns": 4.82,
  "worst_pin_slew_ns": 0.997,
  "synth-edff-count": 0,
  "grtUsageTotal": 0.285,
  "cts_tree": "yes",
  "period_minus_slack_ns": 8.01,
  "gr-total-overflow": 0,
  "routed_wl_mm": 62.3,
  "warnings": 33,
  "worstHoldPathType": "register to register",
  "final.setup.tns_ns": 0,
  "num_vias": 18661,
  "top_cells_by_count": "inv_1 (677), fa_1 (422), nand2_1 (368)",
  "yosys_cells": 2864,
  "dieHeight_um": 224,
  "cts_resized": 0,
  "fillerInstances": 4254,
  "antenna_found_initial": 1,
  "relSlewSlack": 0.335,
  "floorplan.core_util": 0.511,
  "synthArstFlopShare": 1.00,
  "cts_setup_buffers": 0,
  "synth_area_leader_cell": "fa_1"
}
layer usage:
metal,track usage,wire length [µm]
met3,0.0841,4810
met5,0.0176,126
met2,0.445,30200
met4,0.0314,830
met1,0.429,26400
per-stage QoR:
stage	hold slack, ns	cells
2_1_floorplan	0.424	2864
3_5_place_dp	0.467	3490
6_report	0.476	3521
3_3_place_gp	0.462	3490
4_1_cts	0.482	3521
5_1_grt	0.496	3521
flip-flops by register name (all words and copies together) (netlist names):
name / count
iaddr: 12
csel: 2
caddr_wr: 12
sum: 36
busy: 1
crd: 1
caddr_rd: 12
state: 5
cdata_wr: 20
cwr: 1
kernel: 17
data: 20
final cells by class:
cell class              instances  area (µm²)  share of cell area
clock inverters                12         114             0.00427
inverters                     679        2550              0.0958
clock buffers                  19         453              0.0170
well taps                     615         769              0.0289
flip-flops and latches        139        3480               0.131
repair buffers                143        1330              0.0500
multi-input cells            1914       17900               0.674
kinds of logic (layout without fill, tap and decap cells):
logic type,Yosys count,count (layout),synth area share
simple gates,814,814,0.156
buf+inv,811,853,0.127
fa+ha+maj,589,589,0.429
compound gates,398,398,0.104
flops,139,139,0.142
xor+xnor,87,87,0.0311
mux,25,25,0.0106
other cells,1,1,0.000153
worst paths after layout:
path,start,slack (ns),endpoint
setup / recovery,kernel[0],4.89,sum[34]
hold / removal,kernel[8],0.48,kernel[8]
setup reg to reg,kernel[0],4.89,sum[34]
hold reg to reg,kernel[8],0.48,kernel[8]
max in group asynchronous,reset,9.27,iaddr[6]
min in group asynchronous,reset,2.54,cdata_wr[15]
layout by cell type, fill, tap and decap left out, drive strengths merged, types with 17 or more instances in the layout:
cell,synthesis,routed
a21o,25,25
a21oi,110,110
a22o,20,20
a31oi,17,17
and2,165,165
buf,20,40
clkbuf,112,19
clkdlybuf4s50,0,103
dfrtp,139,139
fa,422,422
ha,167,167
inv,678,682
mux2i,18,18
nand2,368,368
nand3,33,33
nor2,134,134
nor3,28,28
o21ai,114,114
o31ai,25,25
xnor2,67,67
xor2,20,20
tightest hold or removal path, delay by kind of cell (launching register included):
kind / cells / cell delay, ns
compound gates: 1 / 0.06
flops: 1 / 0.34
simple gates: 1 / 0.05
